$ cat design/flow/design.v
module sn(iCLK,sn1,sn2,sn3,sn4);
input iCLK;
output reg[4:0]sn1;
output reg[4:0]sn2;
output reg[4:0]sn3;
output reg[4:0]sn4;
reg [3:0] Counter;
always@(posedge iCLK) begin
Counter <= Counter +1;  
end
always@(Counter) begin
case(Counter)
4'b0000: begin
	sn1=5'b00100;
	sn2=5'b00000;
	sn3=5'b00110;
	sn4=5'b00100;
end
4'b0001: begin
	sn1=5'b00000;
	sn2=5'b00110;
	sn3=5'b00100;
	sn4=5'b00100;
end
4'b0010: begin
	sn1=5'b00110;
	sn2=5'b00100;
	sn3=5'b00100;
	sn4=5'b00000;
end
4'b0011: begin
	sn1=5'b00100;
	sn2=5'b00100;
	sn3=5'b00000;
	sn4=5'b00101;
end
4'b0100: begin
	sn1=5'b00100;
	sn2=5'b00000;
	sn3=5'b00101;
	sn4=5'b01001;
end
4'b0101: begin
	sn1=5'b00000;
	sn2=5'b00101;
	sn3=5'b01001;
	sn4=5'b00011;
end
default:begin
	sn1=5'b00000;
	sn2=5'b00000;
	sn3=5'b00000;
	sn4=5'b00000;
end
endcase
end
endmodule
$ cat design/flow/run.sh
#!/bin/bash
# OpenROAD 26Q1-2900-gdf79404cd8, Yosys 0.63+post, stock flow scripts
make -C /OpenROAD-flow-scripts/flow DESIGN_CONFIG=/design/flow/config.mk WORK_HOME=/design/flow/orfs finish
$ cat design/flow/config.mk
export PLATFORM = sky130hd
export DESIGN_NAME = sn
export DESIGN_NICKNAME = sn
export VERILOG_FILES = /design/flow/design.v
export SDC_FILE = /design/flow/constraint.sdc
export NUM_CORES = 4
export LEC_CHECK = 1
export CORE_AREA = 10 10 70 70
export DIE_AREA = 0 0 80 80
$ cat design/flow/constraint.sdc
current_design sn

set clk_period 2.4
set clk_io_pct 0.2

create_clock -name clk0 -period $clk_period [get_ports {iCLK}]

set non_clock_inputs [all_inputs -no_clocks]
set_input_delay [expr $clk_period * $clk_io_pct] -clock clk0 $non_clock_inputs
set_output_delay [expr $clk_period * $clk_io_pct] -clock clk0 [all_outputs]
==> flow_summary.json <==
{
  "critical_path_peak_fanout": 4,
  "grt_pass1_vias": 277,
  "netlist_area_um2": 385,
  "crit_type": "flop to output pin",
  "status": "completed",
  "drc": 0,
  "grt_antenna_before_repair": 0,
  "cts_setup_buffers": 0,
  "firstDrtPassIters": 3,
  "edf_count": 0,
  "hp-class": "flop to flop",
  "layoutNonFillerInstCount": 101,
  "ios": 21,
  "clk_path_buf_depth": 2,
  "crit_path_start_kind": "flop",
  "async_flop_share_pct": 0,
  "ir_drop_mv": 0.0972,
  "antenna_left": 0,
  "crit_path_end": "sn4[1]",
  "ys_types": 19,
  "root_buffer": "clkbuf_4",
  "top_cell": "buf_4",
  "ys_top_cells_by_count": "8 x buf_4, 4 x dfxtp_1, 4 x ha_1, 4 x inv_1",
  "die_y_um": 80,
  "top_area_share_pct": 20.8,
  "finalClockSkew_ns": 0.00355,
  "ys.flop_type": "dfxtp_1",
  "power_density_nw_per_um2": 282,
  "fmax_ghz": 0.461,
  "tns_ns": 0,
  "top_regs": "Counter x4",
  "grt_pass1_wl_mm": 1.28,
  "hold_violations": 0,
  "grt_max_degree": 14,
  "dr.first_iter.drc_count": 11,
  "placed_cells": 98,
  "viasPerCell": 2.94,
  "rows": 21,
  "fp.dieW_um": 80,
  "htreeDepth": 1,
  "ys_seq_elements": 4,
  "post_cts_resized": 0,
  "numPortBuffers": 13,
  "yosys_area_um2": 385,
  "clock_sinks": 4,
  "core-area_um2": 3420,
  "r2r_cells": 2,
  "p_leak_uw": 0.000207,
  "syn_area_per_cell_um2": 8.96,
  "postCtsHoldBufs": 0,
  "dieArea_um2": 6400,
  "drv_cap": 0,
  "cts_tree": "done",
  "ys_seq_share_pct": 20.8,
  "clk_latency_ns": 0.24,
  "wl_per_cell_um": 8.38,
  "num_antenna_cells": 0,
  "numCtsBuffers": 3,
  "finalWirelength_um": 846,
  "hold_depth": 1,
  "rsz0062_at_grt": "no",
  "vias": 297,
  "slew_viol_final": 0,
  "routabilityCongestion": 0.767,
  "r2r_slack_ns": 1.43,
  "top_register": "Counter",
  "timing.rr.end": "Counter[3]",
  "clk_pin_slew_ns": 0.03,
  "cp.required_ns": 1.92,
  "fp_util_pct": 11.3,
  "finalSetupViolations": 0,
  "gr-total-overflow": 0,
  "syn_to_final_growth_pct": 39.0,
  "hpwl_um": 687,
  "area_leaders": "dfxtp_1 21%, buf_4 16%, ha_1 13%",
  "cp-startpoint": "Counter[1]",
  "rr_startpoint": "Counter[2]",
  "yosysWarnings": 1,
  "warning_count": 28,
  "drive_above_1_share_pct": 16.4,
  "min_period_over_period_pct": 90.3,
  "largest_area_cell": "dfxtp_1",
  "end_kind": "output pin",
  "largest_register_ffs": 4,
  "arrival_ns": 1.69,
  "ys_cells": 43,
  "fin_crit_ns": 2.17,
  "postSynthCellCount": 43,
  "grtUsageTotal_pct": 2.55
}
==> layout by cell type (no fill, tap or decap), drive strengths merged <==
cell type / synthesis / routed
clkdlybuf4s50: 0 / 13
conb: 1 / 7
dfxtp: 4 / 4
inv: 4 / 4
ha: 4 / 4
nor3b: 4 / 4
a21oi: 3 / 3
clkbuf: 0 / 3
nor2: 3 / 3
nor3: 2 / 2
o21bai: 2 / 2
o31a: 1 / 1
xor2: 1 / 1
nand3: 1 / 1
xnor2: 1 / 1
and2: 1 / 1
a211oi: 1 / 1
==> critical path, cell delays in order, from the launching register on <==
cell and delay [ns]:
dfxtp_1 0.34, inv_1 0.09, ha_1 0.22, inv_1 0.11, nor3b_2 0.21, clkdlybuf4s50_1 0.49
==> worst min-delay path by stage <==
stage | endpoint | start | slack (ns)
CTS | Counter[0] | Counter[0] | 0.49
global route | Counter[0] | Counter[0] | 0.51
finish | Counter[0] | Counter[0] | 0.48
==> routing by layer <==
layer	GRT usage, %	vias up	share of wire (%)
met1	3.32	124	46
met2	2.73	20	31
met4	0.352	0	0.95
li1	-	151	-
met5	0	-	0
met3	2.73	2	22
==> area by class of cell <==
type / instances / area, um^2
Clock buffer: 3 / 22.5
Fill cell: 399 / 2880
Inverter: 4 / 15.0
Multi-Input combinational cell: 31 / 230
Sequential cell: 4 / 80.1
Tap cell: 46 / 57.6
Timing Repair Buffer: 13 / 130
==> cells by family (layout without fill, tap and decap cells) <==
kind of cell | Yosys count | in the layout | synth area share, %
XOR/XNOR | 2 | 2 | 4.55
adder cells (fa/ha/maj) | 4 | 4 | 13.0
AND/OR/NAND/NOR | 11 | 11 | 22.1
other | 1 | 7 | 0.973
flip-flops | 4 | 4 | 20.8
AND-OR/OR-AND | 7 | 7 | 13.3
buffers and inverters | 14 | 20 | 25.3
==> power by group <==
group / internal (uW) / switching [uW]
Sequential: 66.8 / 0
Combinational: 0 / 0.526
Clock: 55.9 / 27.5
Total: 123 / 28.0
==> per-stage QoR <==
step                instance area [um^2]  hold slack [ns]  power, uW  utilization, %  setup WS [ns]
floorplan                            408            0.443       76.0               -          0.978
global placement                     513            0.457       69.1            15.0          0.495
detailed placement                   513            0.476       68.8            15.0          0.448
CTS                                  536            0.487        154            15.7          0.195
global route                         536            0.507        165            15.7         0.0688
finish                               536            0.480        151            15.7          0.233
Power is estimated from default activity; no workload was simulated.
