File: ./design.v
module clkdiv1s(iClk50M, oClk1s);
parameter CntValue = 50000000;
input         iClk50M;
output reg oClk1s;
reg [31:0] cnt;
always@(posedge iClk50M) begin
    if( cnt >= ((CntValue/(100*2))-1) ) begin
        oClk1s <= ~ oClk1s;
              cnt <= 0;
    end
    else begin
        oClk1s <= oClk1s;  
              cnt <= cnt +1;
    end
end
endmodule
File: ./run.sh
#!/bin/bash
# OpenROAD 26Q1-2900-gdf79404cd8, Yosys 0.63+post, stock flow scripts
make -C /OpenROAD-flow-scripts/flow DESIGN_CONFIG=/design/flow/config.mk WORK_HOME=/design/flow/orfs finish
File: ./config.mk
export PLATFORM = sky130hd
export DESIGN_NAME = clkdiv1s
export DESIGN_NICKNAME = clkdiv1s
export VERILOG_FILES = /design/flow/design.v
export SDC_FILE = /design/flow/constraint.sdc
export NUM_CORES = 4
export LEC_CHECK = 1
export CORE_AREA = 10 10 111 111
export DIE_AREA = 0 0 121 121
File: ./constraint.sdc
current_design clkdiv1s

set clk_period 3.3
set clk_io_pct 0.2

create_clock -name clk0 -period $clk_period [get_ports {iClk50M}]

set non_clock_inputs [all_inputs -no_clocks]
set_input_delay [expr $clk_period * $clk_io_pct] -clock clk0 $non_clock_inputs
set_output_delay [expr $clk_period * $clk_io_pct] -clock clk0 [all_outputs]
==> datasheet_impl.txt <==
Implementation parameters

Parameter                              Value

Synth
  Leading cell types by count after synthesis .................. dfxtp_1, nor3_2, xor2_1
  Instance tally after logic synthesis .................. 112
  Area fraction in mux cells .................. 0%
  Proportion of netlist area held by the largest area contributor .................. ~50%
  Synth Warn # .................. 1
  Dominant cell by count in the synthesized netlist .................. dfxtp_1
  Simple-gate portion of the synthesized area .................. around 29%
  Post-synthesis chip area from yosys .................. 0.00128 mm^2
  Area fraction in xor and xnor cells .................. a little over 8%
  Synth Area in Compound Gates .................. ~5.7%
  Post-synth ARST share .................. 0%
  Count of flip-flops with a built-in enable after synthesis .................. 1
  Registers, synthesis .................. 33
  Largest cells by area after synthesis .................. dfxtp_1, nor3_2, xor2_1
  Number of cells in the yosys synthesis report .................. approximately 110
  Flip-flop cell with the highest count after synthesis .................. dfxtp_1
  Cell type with the largest total area after synthesis .................. dfxtp_1
  Combined area of all synthesized cells .................. 0.00128 mm^2
  Synth Area in Adders .................. less than 1%
  Post-synthesis sequential area ratio .................. 52.5%
  Cell Type Count .................. 33
  Logic family by area .................. simple AND/OR/NAND/NOR gates
  Avg Inst Size Synth .................. ~11 um^2

CTS
  Clock sinks .................. 33
  Inserted Clock Buffers .................. 5
  Root Buffer Master .................. clkbuf_8
  Clock buffer depth .................. 2
  Depth of the CTS H-tree .................. 2
  TritonCTS clock tree .................. yes
  Clock slew at reported path FFs .................. 0.07 ns
  CTS Hold Buffers Added .................. 0
  Cell resize tally after clock tree synthesis .................. 0
  Post-CTS Setup Bufs .................. 0
  Late-Pin Clk Latency .................. 0.28 ns

Route
  Final WL .................. roughly 1.9 mm
  Drt wl/cell .................. ~7.3 um
  Routed vias/inst .................. roughly 3.1
  Count of antenna diodes in the layout .................. 0
  Via Count .................. approximately 830
  Number of search-and-repair iterations in the first detailed-routing pass .................. 4
  Post-DRT Antenna Nets .................. 0
  Detailed-route DRC error count .................. 0
  Initial DRC count .................. 18

Worst setup path
  Largest stage delay on the critical path .................. slightly below 0.5 ns
  Worst R2R Path Depth .................. 5
  Library cell contributing the largest single delay on the critical path .................. or4_1
  Setup slack on the worst flop-to-flop path .................. about 1.5 ns
  Family with the most delay on the worst path .................. simple AND/OR/NAND/NOR gates
  Critical register-to-register path endpoint .................. cnt[16]$_SDFF_PP0_
  Data arrival at the endpoint of the critical path .................. roughly 2.0 ns
  Buf/Inv on CP .................. 0
  Required time at the worst-slack endpoint .................. 3.50 ns
  Worst Setup End Kind .................. flop
  Largest fanout of any net on the critical path .................. 7
  Startpoint of the most critical register-to-register path .................. cnt[0]$_SDFF_PP0_
  Setup Crit Path Kind .................. flop to flop
  Critical Path, Cell by Cell .................. ha_1, and3_1, nand3_2, or4_1, a211oi_1
  Critical Path Source Type .................. flop
  Beginning of the critical path .................. cnt[0]$_SDFF_PP0_

STA
  Sum of negative setup slack .................. 0 ns
  Total count of hold-check failures in the final report .................. 0
  Unrepaired setup endpoints after global routing .................. false
  Largest clock skew in the final design .................. roughly 0.0043 ns
  Max Freq .................. about 540 MHz
  Final Setup Violations .................. 0
  Final Cycle Share .................. ~56%
  Post-route minimum period .................. between 1.5 and 2 ns
  Slew Limit Fails .................. 0

Floorplan
  Die Height .................. approximately 120 um
  Boundary pin count .................. 2
  Core Footprint .................. about 0.0099 mm^2
  Die X-Extent .................. around 120 um
  Area of the chip .................. roughly 0.015 mm^2
  Fp util .................. roughly an eighth
  Row count .................. 36

Power and ir drop
  Worst vdd ir .................. around 0.18 mV
  Static leakage .................. between 0.4 and 0.5 nW
  PD cells .................. between 400 and 500 mW/mm^2

Global route
  Vias in the first global route .................. ~850
  Antenna violations before repair .................. 0
  Maximum number of pins on one net before global-route repair .................. 20
  First-pass GRT wire length .................. between 3 and 4 mm
  Total congestion overflow after global routing .................. 0
  All-Layer GR Usage .................. between 2 and 3%

Place
  Instance count after placement with tap cells included .................. 256
  Number of input and output port buffers inserted .................. 1
  Final weighted congestion in routability-driven placement .................. about 0.76
  DP Wirelength .................. ~1.2 mm

Cells and area
  Non-filler instance count after layout .................. between 200 and 300
  Relative area change from synthesis to final layout .................. 24.3%
  Share of final-layout standard cells stronger than drive strength 1 .................. 20.6%

Worst hold path
  Min-delay src .................. cnt[0]$_SDFF_PP0_
  Hold Path Stages .................. 1
  HP Class .................. flop to flop
  WHS Endpoint .................. cnt[0]$_SDFF_PP0_

Flow run
  Tool warnings .................. 25
  Max-cap viol count .................. 0

Status
  Status .................. completed
[worst reg2reg max path, stage by stage (launching register included)]
cell and delay (ns):
dfxtp_1 0.38, ha_1 0.19, and3_1 0.34, nand3_2 0.15
or4_1 0.49, a211oi_1 0.22
[cells by family after synthesis]
group	Yosys count
and+or+nand+nor	49
DFF	33
xor gates and xnor gates	12
AOI/OAI and AO/OA	10
buffers and inverters	6
adders and majority gates	1
other	1
[power by group]
part / switching (mW) / internal, mW / leakage [nW]
clock network: 0.143 / 0.215 / 0.0556
logic: 0.00193 / 0.000610 / 0.165
registers: 0.00216 / 0.409 / 0.270
total: 0.147 / 0.624 / 0.491
[cell usage in the layout, fill, tap and decap left out, drive strengths merged, types with 3 or more instances in the layout]
| cell type | instances |
|---|---|
| nand2 | 3 |
| or4 | 3 |
| nor3 | 14 |
| nand4 | 7 |
| clkbuf | 7 |
| and3 | 3 |
| conb | 14 |
| nor4 | 3 |
| nand3 | 8 |
| a211oi | 4 |
| xor2 | 10 |
| and4 | 3 |
| dfxtp | 32 |
[metal layers]
layer  part of all wire, %  wire length (um)  GRT usage [%]  up-vias
li1                      -                 -              -      432
met1                    52              1010           4.01      385
met2                    42               809           4.15        7
met3                   4.5                88           1.13        5
met4                   1.4                27          0.603        0
met5                     0                 0              0        -
[worst max-delay path by stage]
stage	end	slack [ns]	cells past startpoint
CTS	oClk1s$_DFFE_PP_	1.44	5
global route	cnt[16]$_SDFF_PP0_	1.29	5
finish	cnt[16]$_SDFF_PP0_	1.46	5
[flip-flops by register name, indices dropped and copies added, names as in the netlist]
signal,cells
oClk1s,1
cnt,32
[stage by stage]
stage | hold slack (ns) | total power, mW | setup slack [ns] | utilization (%) | cell area [um^2]
floorplan | 0.457 | 0.422 | 1.44 | - | 1330
global placement | 0.467 | 0.422 | 1.46 | 14.9 | 1470
detailed placement | 0.479 | 0.423 | 1.45 | 14.9 | 1470
CTS | 0.490 | 0.784 | 1.44 | 16.1 | 1590
global route | 0.520 | 0.805 | 1.29 | 16.1 | 1590
finish | 0.490 | 0.771 | 1.46 | 16.1 | 1590
[final cells by class]
| class | count | area, um^2 |
|---|---|---|
| inverters | 1 | 3.75 |
| multi-input cells | 86 | 607 |
| clock buffers | 7 | 108 |
| well taps | 133 | 166 |
| fillers | 1087 | 8280 |
| repair buffers | 3 | 25.0 |
| flip-flops and latches | 33 | 671 |
| clock inverters | 1 | 7.51 |
Power figures rest on the tool's default switching activity, not on a simulated workload.
